**flow/config.mk**
```make
export PLATFORM = sky130hd
export DESIGN_NAME = get_rssi
export DESIGN_NICKNAME = get_rssi
export VERILOG_FILES = /design/flow/design.v
export SDC_FILE = /design/flow/constraint.sdc
export NUM_CORES = 4
export LEC_CHECK = 1
export CORE_UTILIZATION = 40
```
**flow/run.sh**
```bash
#!/bin/bash
# OpenROAD 26Q1-2900-gdf79404cd8, Yosys 0.63+post, stock flow scripts
make -C /OpenROAD-flow-scripts/flow DESIGN_CONFIG=/design/flow/config.mk WORK_HOME=/design/flow/orfs finish
```
**flow/constraint.sdc**
```tcl
current_design get_rssi

set clk_period 25.6
set clk_io_pct 0.2

create_clock -name clk0 -period $clk_period [get_ports {clk}]

set non_clock_inputs [all_inputs -no_clocks]
set_input_delay [expr $clk_period * $clk_io_pct] -clock clk0 $non_clock_inputs
set_output_delay [expr $clk_period * $clk_io_pct] -clock clk0 [all_outputs]
```
**flow/design.v**
```verilog
`timescale 1ns / 1ps
module get_rssi(
	input clk,
   input rst_n,
   input [7:0] din,
   input den,
	input bin,
	input ben,
   output [7:0] dout,
   output drdy
   );
parameter IDLE = 0;
parameter CAL = 1;
parameter OUT = 2;
reg[255:0] d_buf;
always @ (posedge clk or negedge rst_n)
	if(!rst_n) d_buf <= 0;
	else if(den) d_buf <= {d_buf[247:0], din[7:0]};
wire[7:0] d_delay;
assign d_delay = d_buf[255:248];
reg[1:0] state;
reg[15:0] sum;
reg aver_rdy;
always @ (posedge clk or negedge rst_n) begin
	if(!rst_n) begin
		state <= IDLE;
		sum <= 0;
		aver_rdy <= 1'b0;
	end
	else begin
		case(state)
			IDLE: begin
				aver_rdy <= 1'b0;
				if (den) begin
					sum <= sum - d_delay;
					state <= CAL;
					end
				else state <= IDLE;
				end
			CAL: begin
				sum <= sum + din;
				aver_rdy <= 1'b1;
				state <= IDLE;
				end
			OUT: begin
				state <= IDLE;
				end
			default: state <= IDLE;
		endcase
	end
end
reg[7:0] aver;
always @ (posedge clk or negedge rst_n)
	if(!rst_n) aver <= 0;
	else if(aver_rdy) aver <= sum[13:6];
reg[7:0] llv;
always @ (posedge clk or negedge rst_n)
	if(!rst_n) llv <= 0;
	else if(ben == 1 && bin == 0) llv <= aver;
reg[7:0] hlv;
always @ (posedge clk or negedge rst_n)
	if(!rst_n) hlv <= 0;
	else if(ben == 1 && bin == 1) hlv <= aver;
reg ben_r;
always @ (posedge clk or negedge rst_n)
	if(!rst_n) ben_r <= 1'b0;
	else ben_r <= ben;
reg[7:0] rssi;
reg rssi_rdy;
always @ (posedge clk or negedge rst_n)
	if(!rst_n) begin
		rssi <= 0;
		rssi_rdy <= 1'b0;
	end
	else if(ben_r && bin == 1) begin
		rssi <= hlv - llv;
		rssi_rdy <= 1'b1;
	end
	else rssi_rdy <= 1'b0;
reg[511:0] rssi_buf;
always @ (posedge clk or negedge rst_n)
	if(!rst_n) rssi_buf <= 0;
	else if(rssi_rdy) rssi_buf <= {rssi_buf[503:0], rssi[7:0]};
wire[7:0] rssi_delay;
assign rssi_delay = rssi_buf[511:504];
reg[1:0] rstate;
reg[15:0] rsum;
reg rssi_aver_rdy;
always @ (posedge clk or negedge rst_n) begin
	if(!rst_n) begin
		rstate <= IDLE;
		rsum <= 0;
		rssi_aver_rdy <= 1'b0;
	end
	else begin
		case(rstate)
			IDLE: begin
				rssi_aver_rdy <= 1'b0;
				if (rssi_rdy) begin
					rsum <= rsum - rssi_delay;
					rstate <= CAL;
					end
				else rstate <= IDLE;
				end
			CAL: begin
				rsum <= rsum + rssi;
				rssi_aver_rdy <= 1'b1;
				rstate <= IDLE;
				end
			OUT: begin
				rssi_aver_rdy <= 1'b1;
				rstate <= IDLE;
				end
			default: rstate <= IDLE;
		endcase
	end
end
wire[7:0] rssi_aver;
assign rssi_aver = rsum[14:7];
assign dout = rssi_aver;
assign drdy = rssi_aver_rdy;
endmodule
```
==> run summary <==
Reports from this run.

- The total core area reads 80800 um^2.
- The leakage power of the design reads between 15 and 20 nW.
- In the setup report, the worst path falls into the class input pin to asynchronous set/reset pin.
- The highest-count logic cell in the final layout is sky130_fd_sc_hd__dfrtp_1.
- Counting stages on the worst path, the most repeated cell is sky130_fd_sc_hd__buf_4.
- The number of OpenROAD warnings reads 36.
- In this run the layout overhead on the synthesized area is reported as 12.9%.
- The largest fanout on the critical path is ~120.
- The CTS H-tree depth is 3.
- The sum of internal, switching and leakage power is approximately 3.5 mW.
- The total of cells resized after clock tree synthesis reads 0.
- The synthesized cell area reads around 33000 um^2.
- The final total negative setup slack is 0 ns.
- The number of clock sinks is 837.
- The post-synthesis instance total reads 2112.
- The minimum clock period after layout is just over 7 ns.
- The detailed placement HPWL is 25900 um.
- The clock tree from TritonCTS reads built.
- According to the Yosys statistics, the synthesized design has a chip area of around 33000 um^2.
- The tally of buffers added on design ports is 21.
- Checking max transition, the worst relative margin is 0.484.
- For the worst-skew pair, the clock arrives at the later sink with an insertion delay of 0.64 ns.
- The cell area after layout reads ~37000 um^2.
- The final count of hold timing violations is 0.
- The register area share after synthesis is 0.639.
- Setup repair after global routing left no endpoint under its margin.
- The post-layout period usage of the worst path reads 0.275.
- The die span in x reads a little under 300 um.
- The via count of the first global-routing pass is around 17000.
- Once the clock tree was built, the setup fixing pass inserted 0 buffers.
- The post-place instance area is roughly 34000 um^2.
- The peak clock frequency supported by timing is 142 MHz.
- The weighted congestion reported at the end of routability-driven placement is 0.836.
- STA lists the startpoint of the worst register-to-register path as rssi_rdy$_DFF_PN0_.
- The count of final setup violators reads 0.
- The detailed router's first-iteration violation count reads 669.
- The final routed wirelength across all metal layers reads around 45000 um.
- The endpoint of the worst-slack reg-to-reg timing path is rssi_buf[301]$_DFFE_PN0P_.
- The first-pass GRT wire length is between 80000 and 90000 um.
- The cts-stage hold buffer count is 0.
- The adder-cell share of the synthesized area reads 0.0167.
- The area of the die reads 83100 um^2.
- The slowest cell on the critical path is sky130_fd_sc_hd__buf_4.
- The share of the core area taken by cells at floorplan is 0.406.
- The total number of yosys warnings is 1.
- Grouping non-sequential cells by family puts the most area in multiplexers.
- Of the post-synthesis cell area, the dominant cell type holds 0.637.
- The leading area contributor after synthesis reads sky130_fd_sc_hd__dfrtp_1.
- The compound-gate portion of the synthesized area is 0.0261.
- The slew of the pin with the lowest slew margin is ~0.77 ns.
- Entering global routing, the biggest net connects 150 pins.
- The number of inserted diodes reads 0.
- The number of DRC violations after detailed routing is 0.
- The critical path capture point is rssi_buf[317]$_DFFE_PN0P_.
- The tree is rooted in a sky130_fd_sc_hd__clkbuf_16.
- Leaving out fill and tap cells, the most frequent cells in the layout are sky130_fd_sc_hd__dfrtp_1, sky130_fd_sc_hd__mux2_2, sky130_fd_sc_hd__clkbuf_16, sky130_fd_sc_hd__nand2_1, sky130_fd_sc_hd__o21ai_0.
- The number of slew-limit violations in the final report is 0.
- The clock tree skew after final layout is between 0.02 and 0.03 ns.
- The initial antenna violation count is 1.
- In this design, the stage delay of the slowest critical-path cell is 0.70 ns.
- In this run the critical path is formed by buf_8 -> buf_12 -> buf_4 -> buf_4.
- The data arrival time reported for the critical path is 7.72 ns.
- The number of placement rows is 104.
- Synthesis inferred 837 register bits.
- The number of I/O pins reads 22.
- Data on the critical path is required at its endpoint by between 20 and 30 ns.
- In the post-synthesis netlist, the biggest area contributors are sky130_fd_sc_hd__dfrtp_1, sky130_fd_sc_hd__mux2_2, sky130_fd_sc_hd__ha_1.
- The total of max-cap violations reads 0.
- The residual antenna-violating net count after detailed routing reads 0.
- The global-route total usage across every layer reads 0.120.
- The area fraction in xor and xnor cells is 0.00989.
- The launch point of the critical path was reported as rst_n.
- The distinct cell type count after synthesis is ~55.
- The class of the tightest hold or removal check is flop to flop.
- Yosys reports the multiplexer fraction of the synthesized area as 0.272.
- The total number of vias is 16031.
- The post-synthesis share of cell area spent on and, or, nand and nor gates is 0.0188.
- Among all flip-flop cells after synthesis, the most frequent one is sky130_fd_sc_hd__dfrtp_1.
- Yosys mapped a number of flops with a built-in enable equal to 0.
- The share of flip-flops with an asynchronous set or reset after synthesis reads 1.00.
- The count of instantiated cells in the yosys netlist reads about 2100.
- The routed length per instance is between 10 and 15 um.
- The number of detailed-route iterations in the first pass is 23.
- The number of vias per cell after detailed routing is between 4 and 5.
- The largest vdd supply drop reads about 0.054 mV.
- The maximum root-to-sink buffer count is 3.
- The power density over the cells reads 95.2 nW/um^2.
- The run finished with clean final reports.
- The slack of the worst reg-to-reg path reads 21.62 ns.
- The timing report gives the clock slew at the launch and capture registers of the worst setup and hold paths as about 0.050 ns.
- The layout summary lists the proportion of cells stronger than drive strength 1 as 0.440.
- The residual overflow from global routing is 0.
- Each instance of the synthesized netlist takes up on average 15.5 um^2.
- The die is between 200 and 300 um tall.
- STA classifies the critical path endpoint as an asynchronous set/reset pin.
- The kind of start point of the critical path reads an input pin.
- The total CTS buffers is between 80 and 90.
- The logic depth of the worst register-to-register path reads 5.
power breakdown:
| group | total, mW | internal [mW] | switching [mW] | leakage, nW |
|---|---|---|---|---|
| clock | 1.26 | 0.745 | 0.515 | 1.44 |
| combinational | 0.508 | 0.300 | 0.207 | 5.30 |
| sequential | 1.75 | 1.61 | 0.145 | 11.1 |
how the worst min path moves through the flow:
| stage | from | endpoint | slack (ns) | cells past startpoint |
|---|---|---|---|---|
| after CTS | rssi_buf[265]$_DFFE_PN0P_ | rssi_buf[273]$_DFFE_PN0P_ | 0.47 | 1 |
| final | rsum[14]$_DFFE_PN0P_ | rsum[14]$_DFFE_PN0P_ | 0.47 | 1 |
| after global routing | rssi_buf[265]$_DFFE_PN0P_ | rssi_buf[273]$_DFFE_PN0P_ | 0.50 | 1 |
area by class of cell:
cell class              count  area (um^2)
inverters                  26         97.6
repair buffers             44          443
fillers                  6774        43800
multi-input cells        1141        11300
flip-flops and latches    837        21000
clock inverters            37          463
clock buffers             119         2480
well taps                1060         1330
sequential cells by signal, summed over array words and instances, names as in the netlist:
signal / flops
ben_r: 1
rssi_rdy: 1
state: 2
aver: 8
aver_rdy: 1
hlv: 8
sum: 14
rssi_aver_rdy: 1
rsum: 15
d_buf: 256
rssi: 8
llv: 8
rssi_buf: 512
rstate: 2
per-stage QoR:
step	setup slack (ns)	std cells	hold WS (ns)	utilization
finish	18.56	3264	0.469	0.458
floorplan	18.74	2112	0.430	-
global route	18.03	3264	0.499	0.458
CTS	18.38	3264	0.472	0.458
detailed placement	17.69	3108	0.471	0.422
global placement	17.75	3108	0.463	0.422
cells in the mapped netlist, types with 2 or more instances:
library cell and instances:
sky130_fd_sc_hd__a31oi_1 4, sky130_fd_sc_hd__o41ai_1 3, sky130_fd_sc_hd__nand2_1 63, sky130_fd_sc_hd__inv_1 26, sky130_fd_sc_hd__mux2i_1 2, sky130_fd_sc_hd__o21ai_0 57
sky130_fd_sc_hd__nor2b_1 6, sky130_fd_sc_hd__o31ai_1 5, sky130_fd_sc_hd__fa_1 3, sky130_fd_sc_hd__and3_1 5, sky130_fd_sc_hd__xor2_1 18, sky130_fd_sc_hd__o21ai_1 3
sky130_fd_sc_hd__buf_4 8, sky130_fd_sc_hd__a21oi_1 32, sky130_fd_sc_hd__or2_2 2, sky130_fd_sc_hd__buf_2 39, sky130_fd_sc_hd__a211oi_2 2, sky130_fd_sc_hd__dfrtp_1 835
sky130_fd_sc_hd__nor2_1 20, sky130_fd_sc_hd__nor3b_1 3, sky130_fd_sc_hd__xnor2_1 19, sky130_fd_sc_hd__and2_1 3, sky130_fd_sc_hd__dfstp_2 2, sky130_fd_sc_hd__o21bai_1 2
sky130_fd_sc_hd__nor3_1 11, sky130_fd_sc_hd__nand2b_1 5, sky130_fd_sc_hd__a21o_1 10, sky130_fd_sc_hd__clkbuf_1 53, sky130_fd_sc_hd__mux2_2 789, sky130_fd_sc_hd__o21a_1 5
sky130_fd_sc_hd__nand3_1 4, sky130_fd_sc_hd__o211ai_1 3, sky130_fd_sc_hd__buf_1 8, sky130_fd_sc_hd__ha_1 39, sky130_fd_sc_hd__a211o_1 3
kinds of logic (layout without fill, tap and decap cells):
logic type | Yosys count | after routing
AND-OR/OR-AND | 140 | 140
XOR/XNOR | 37 | 37
adder cells (fa/ha/maj) | 42 | 42
buffers and inverters | 134 | 226
flip-flops | 837 | 837
multiplexers | 791 | 791
AND/OR/NAND/NOR | 131 | 131
worst max-delay path: cells and delay by family:
family	cells	cell delay (ns)
buf+inv	4	2.44
layer usage:
metal	track usage	vias up	routed length, um
met2	0.175	175	20100
li1	-	7530	-
met3	0.0230	98	1510
met4	0.0300	0	1250
met1	0.197	8228	22100
met5	0	-	0
Power and IR drop assume default switching activity.
